## flow/constraint.sdc

```tcl
current_design ALU

set clk_period 16.5
set clk_io_pct 0.2

create_clock -name clk0 -period $clk_period

set non_clock_inputs [all_inputs -no_clocks]
set_input_delay [expr $clk_period * $clk_io_pct] -clock clk0 $non_clock_inputs
set_output_delay [expr $clk_period * $clk_io_pct] -clock clk0 [all_outputs]
```

## flow/design.v

```verilog
`timescale 1ns / 1ps
module ALU(
    input [31:0] ALU_src_1,
    input [31:0] ALU_src_2,
    input [2:0] ALU_control,
    input clk,
    output reg [31:0] ALU_out,
    output reg zero
    );
always @(*) begin
	case(ALU_control)
	3'b000 : ALU_out = ALU_src_1 & ALU_src_2;
	3'b001 : ALU_out = ALU_src_1 | ALU_src_2;
	3'b010 : ALU_out = ALU_src_1 + ALU_src_2;
	3'b110 : ALU_out = ALU_src_1 - ALU_src_2;
	3'b111 : ALU_out = ~(ALU_src_1 | ALU_src_2);
	default: ALU_out = 32'b 0;
	endcase
end 	
always@(*)
begin
if(ALU_out == 0)
	zero = 1; 
else 
	zero = 0;
end
endmodule
```

## flow/config.mk

```make
export PLATFORM = sky130hd
export DESIGN_NAME = ALU
export DESIGN_NICKNAME = ALU
export VERILOG_FILES = /design/flow/design.v
export SDC_FILE = /design/flow/constraint.sdc
export NUM_CORES = 4
export LEC_CHECK = 1
export CORE_UTILIZATION = 30
```

## flow/run.sh

```bash
#!/bin/bash
# OpenROAD 26Q1-2900-gdf79404cd8, Yosys 0.63+post, stock flow scripts
make -C /OpenROAD-flow-scripts/flow DESIGN_CONFIG=/design/flow/config.mk WORK_HOME=/design/flow/orfs finish
```

==> run summary <==
PD cells: 39.85 nW/um2
WHS: 7.774 ns
PostCTS Resize Cnt: 0
status: finished, final reports clean
Cell Area, Synth: 3756 um2
sequential share of power: 0%
sequential share of the synthesized area: 0%
final period demand of the worst path: 12.99 ns
met1 Use GR: 30.44%
Setup crit end kind: output pin
register area: 0 um2
Vias: 4,519
ys cells: 563
tool warnings: 35
Total Wirelength: 13.17 mm
gr usage total: 20.33%
count of cell types in the netlist: 70
initial antenna violation count: 0
final setup fails: 0
number of post-CTS setup repair buffers: 0
post-DP HPWL: 10.44 mm
Worst VDD drop: 0.00001638 V
total power: 0.1934 mW
GPL Wtd Cong: 0.9064
first-pass GRT wire length: 21.24 mm
final instance area: 4852 um2
Hold Crit Endpoint: ALU_out[26]
core footprint: 12,110 um2
Area Growth Syn to Fin: 29.18%
Hold/Removal Path Class: input port to output pin
vias per cell: 5.649
initial detailed-routing violation count: 346
Post-Place Cell Area: 4852 um2
Most Crowded Layer GR: met2
Post-Syn Area per Cell: 6.672 um2
post-route ant nets: 0
max cap viols: 0
Setup TNS: 0 ns
Init Core Util: 31.01%
Combinational Power Share: 100.0%
Place WS: 3.522 ns
largest net degree at the start of global routing: 42
Ports: 101
fraction of layout cells with a size suffix above 1: 2.848%
Fin. Hold Viols: 0
Port Buf Inserts: 100
final non-filler cell total: 800
critical-path maximum fanout: 9
number of global-route vias before repair: 4,146
Chip Area: 12,970 um2
registers: 0
CP required: 13.20 ns
Yosys Warn Count: 1
Net Sw Frac: 52.52%
Post-CTS Hold Fix Bufs: 0
clock share of power: 0%
f_max: 76.98 MHz
Residual DRC: 0
Final Worst Setup Slack: 3.509 ns
clkbuf count: 0
hold depth: 5
Max-slew headroom: 59.00%
Inst Count DP: 800
Layout fillers: 1,287
Final Max Slew Viols: 0
Worst EP arrival: 9.69 ns
Critical Setup Path Class: input port to output pin
Global Route met3 Usage: 1.299%
P_sw: 0.1016 mW
CP Launch Type: input port
Final Util: 40.06%
synthesis area per yosys: 3756 um2
site row count: 40
Lkg Pwr: 1.779 nW
diodes inserted: 0
wire length per cell: 16.46 um
GR Layer Usage met2: 33.82%
grt total ovfl: 0
RSZ-0062 raised after global routing: no
Chip Width: 113.9 um
Power Internal: 0.09182 mW
cycle use final: 78.73%
logic area: 3547 um2
hold_sp: ALU_src_1[26]
Worst-Margin Slew: 0.6086 ns
1st-pass router iterations: 5
die span in y: 113.9 um
synthesized instance count: 563
-- cell usage after synthesis, types with 3 or more instances --
cell type,n,area [um2]
xnor2_1,20,175.2
nand2b_1,6,37.54
nor2_1,35,131.4
a22o_1,3,26.28
maj3_1,29,290.3
and2_1,4,25.02
nor2b_1,5,31.28
or2_1,3,18.77
o41ai_1,3,26.28
mux2i_1,3,30.03
a22oi_1,3,22.52
nand3_1,11,55.05
a211oi_1,11,82.58
a211o_1,3,26.28
o21ai_0,53,265.3
and3_1,12,75.07
or3_1,6,37.54
or4_1,5,37.54
o2111ai_1,3,26.28
buf_2,9,45.04
nand3b_1,5,37.54
clkbuf_1,23,86.33
nor4_1,5,31.28
nor3_1,37,185.2
o211ai_1,8,60.06
and4_1,3,26.28
a31oi_1,10,62.56
inv_1,13,48.80
nand4_1,8,50.05
xor2_1,30,262.8
o21a_1,6,45.04
ha_1,34,425.4
a21o_1,11,82.58
a221oi_1,3,26.28
a21oi_1,48,240.2
nand2_1,41,153.9
o31ai_1,13,97.59
-- power by group through the flow --
stage	Combinational, mW	Clock [mW]	Sequential [mW]
6_report	0.193	0	0
5_1_grt	0.214	0	0
4_1_cts	0.192	0	0
-- placed cells by master, fill, tap and decap left out, drive strengths merged, types with 7 or more instances in the layout --
cell type	netlist	final
o31ai	13	13
nand3	11	11
a31oi	10	10
a211oi	11	11
clkdlybuf4s50	0	100
nand4	8	8
ha	34	34
nand2	41	41
a21o	11	11
nor3	37	37
and3	12	12
maj3	30	30
inv	13	13
o211ai	8	8
xnor2	20	20
nor2	35	35
xor2	30	30
or4	7	7
a21oi	48	48
o21ai	55	55
-- cell type report --
cell class | instances | area share, %
Multi-Input combinational cell | 513 | 73.10
Timing Repair Buffer | 106 | 21.56
Tap cell | 168 | 4.332
Inverter | 13 | 1.006
-- worst max path at each step --
stage	startpoint	endpoint
6_report	ALU_src_2[2]	zero
5_1_grt	ALU_src_2[2]	zero
4_1_cts	ALU_src_2[2]	zero
-- worst max-delay path, stage by stage --
cell             delay, ns
clkdlybuf4s50_1       0.53
nor4_1                0.55
nand2_1               0.27
nor2_1                0.14
nand2_1               0.08
or2_1                 0.25
or4_4                 0.45
o31ai_1               0.29
xor2_1                0.20
ha_1                  0.36
a21oi_1               0.30
nand2_1               0.08
o21ai_0               0.50
o21ai_0               0.18
o211ai_1              0.20
o211ai_1              0.12
or4_1                 0.53
nor4_1                0.44
nand4bb_1             0.16
nor4_1                0.25
clkdlybuf4s50_1       0.51
-- routing by layer --
layer	vias to the layer above	share of wire, %
li1	2295	-
met1	2086	50
met2	134	45
met3	4	5.4
met4	0	0.24
met5	-	0
-- kinds of logic after synthesis --
group                      Yosys count  synth area share (%)
AOI/OAI and AO/OA                  198                 33.95
xor gates and xnor gates            50                 11.66
adders and majority gates           65                 19.89
buffers and inverters               50                 5.630
muxes                                3                0.7995
and+or+nand+nor                    197                 28.08
Power is estimated from default activity; no workload was simulated.
