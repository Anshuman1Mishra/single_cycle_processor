$ cat flow/config.mk
export PLATFORM = sky130hd
export DESIGN_NAME = mux
export DESIGN_NICKNAME = mux
export VERILOG_FILES = /design/flow/design.v
export SDC_FILE = /design/flow/constraint.sdc
export NUM_CORES = 4
export LEC_CHECK = 1
export CORE_AREA = 10 10 70 70
export DIE_AREA = 0 0 80 80
$ cat flow/constraint.sdc
current_design mux

set clk_period 1.0
set clk_io_pct 0.2

create_clock -name clk0 -period $clk_period

set non_clock_inputs [all_inputs -no_clocks]
set_input_delay [expr $clk_period * $clk_io_pct] -clock clk0 $non_clock_inputs
set_output_delay [expr $clk_period * $clk_io_pct] -clock clk0 [all_outputs]
$ cat flow/design.v
`timescale 1ns / 1ps
module mux(
    input [31:0] A,
    input [31:0] B,
    input sel,
    output  [31:0] Out
);
assign Out = sel? B:A;
endmodule
$ cat flow/run.sh
#!/bin/bash
# OpenROAD 26Q1-2900-gdf79404cd8, Yosys 0.63+post, stock flow scripts
make -C /OpenROAD-flow-scripts/flow DESIGN_CONFIG=/design/flow/config.mk WORK_HOME=/design/flow/orfs finish
==> flow_metrics.py <==
# Auto-generated metrics
metrics = {
    "critical_path": {
        "worst_setup_path_end_kind": "primary output",
        "cp.arrival_ns": 0.98,
        "worst_setup_path_start_kind": "primary input",
        "path_class": "in2out",
        "critPathRequiredTime_ns": 0.80,
        "critPathMaxFanout": 7,
    },
    "grt": {
        "antenna_found_initial": 0,
        "grt_overflow": 0,
        "grt_pass1_wl_mm": 4.146,
        "grt_pass1_vias": 824,
        "grt.total_usage_pct": 7.873,
        "grt_max_degree": 8,
    },
    "placed_design": {
        "dpl_cell_area_sq_um": 1536,
        "port_buffers": 97,
        "place_inst": 177,
        "dp_hpwl_mm": 2.396,
        "gp_congestion": 0.7595,
        "preCtsSetupSlack_ns": -0.4966,
    },
    "detailed_routing": {
        "drt_iter0_markers": 4,
        "wl_per_cell_um": 14.84,
        "wl_mm": 2.849,
        "dr.pass1.iters": 2,
        "detail-route-antenna-nets": 0,
        "via_count": 730,
        "drcViolationCount": 0,
        "viasPerCell": 3.802,
        "diodes": 0,
    },
    "synth": {
        "syn_avg_cell_area_sq_um": 15.12,
        "synthCells": 36,
        "synth.distinct_cells": 4,
        "syn-cell-area_sq_um": 544.3,
        "yosys_cells": 36,
        "yosysWarnings": 0,
        "ys_seq_share_pct": 0,
        "ys_chip_area_sq_um": 544.3,
    },
    "sta": {
        "tightest_slew_ns": 0.06111,
        "relSlewSlack_pct": 95.92,
        "grt_setup_unrepaired": "yes",
        "finalSetupViolCount": 32,
        "period_used_pct": 117.5,
        "period_needed_ns": 1.175,
        "fmaxAchievable_mhz": 850.8,
        "final_max_slew_viol_count": 0,
        "hold_ws_ns": 0.6943,
        "timing.final.ws_setup_ns": -0.1754,
        "fin_tns_setup_ns": -5.032,
        "final-hold-violation-count": 0,
    },
    "die": {
        "coreArea_sq_um": 3416,
        "die_y_um": 80,
        "die_w_um": 80,
        "initCoreUtil_pct": 15.93,
        "io_pins": 97,
        "dieArea_sq_um": 6400,
        "rows": 21,
    },
    "min_path": {
        "hp-class": "in2out",
    },
    "final_layout": {
        "drive_gt1_share_pct": 56.16,
        "ff_latch_area_sq_um": 0,
        "area_growth_pct": 212.0,
        "post-route-util_pct": 49.71,
        "stdcell_count": 192,
        "n_clock_buffer": 0,
        "finish.instance_area_sq_um": 1698,
        "flops": 0,
    },
    "run_status": {
        "run_status": "finished with violations",
        "failed_checks": "negative setup slack",
    },
    "power": {
        "p_per_area_nw_per_um2": 388.7,
        "leakagePower_nw": 0.9905,
        "vdd_drop_max_v": 0.0001734,
        "p_total_mw": 0.6599,
    },
    "job": {
        "max_cap_viol_count": 0,
        "tool_warnings": 34,
    },
}
==> synth_stat cells <==
master / count / share of area (%)
mux2_4: 30 / 83
buf_6: 1 / 2.1
buf_12: 3 / 11
mux2_2: 2 / 4.1
==> per-layer routing <==
| layer | global-route usage [%] | part of all wire, % |
|---|---|---|
| met1 | 8.965 | 40 |
| met2 | 14.29 | 49 |
| met3 | 3.068 | 11 |
| met4 | 0 | 0 |
| met5 | 0 | 0 |
==> timing repair <==
action	4_1_cts	5_1_grt
buffers inserted	14	0
gates resized	170	23
setup endpoints to repair	32	32
gates cloned	1	0
hold buffers	0	0
==> report_power, final <==
part | switching, mW | leakage, nW | internal [mW] | total [mW]
Clock | 0 | 0 | 0 | 0
Sequential | 0 | 0 | 0 | 0
Combinational | 0.141 | 0.990 | 0.519 | 0.660
==> path summary, 6_finish.rpt <==
check              from  endpoint  cells after the start
setup / recovery    sel   Out[31]                      5
hold / removal    A[24]   Out[24]                      3
==> critical path, stage by stage <==
cell	delay (ns)
buf_12	0.11
buf_12	0.13
buf_8	0.12
mux2_4	0.30
buf_6	0.11
==> kinds of logic after synthesis <==
group	after synthesis	share of synthesized area (%)
buffers and inverters	4	13.10
multiplexers	32	86.90
==> cell type report <==
class | instances | area [sq um]
Timing Repair Buffer | 114 | 1160
Multi-Input combinational cell | 32 | 480.5
Tap cell | 46 | 57.56
Fill cell | 327 | 1718
==> cells in the final DEF (no fill, tap or decap), drive strengths merged <==
cell type	Yosys	final
buf	4	50
clkdlybuf4s50	0	10
dlygate4sd2	0	40
dlymetal6s2s	0	14
mux2	32	32
Power figures rest on the tool's default switching activity, not on a simulated workload.
