==> /design/flow/design.v <==
`timescale 1ns / 1ps
module adder(
input clk,
input [31:0] A,
input [31:0] B,
output [31:0] sum
);
assign sum = A+B;
endmodule
==> /design/flow/run.sh <==
#!/bin/bash
# OpenROAD 26Q1-2900-gdf79404cd8, Yosys 0.63+post, stock flow scripts
make -C /OpenROAD-flow-scripts/flow DESIGN_CONFIG=/design/flow/config.mk WORK_HOME=/design/flow/orfs finish
==> /design/flow/config.mk <==
export PLATFORM = sky130hd
export DESIGN_NAME = adder
export DESIGN_NICKNAME = adder
export VERILOG_FILES = /design/flow/design.v
export SDC_FILE = /design/flow/constraint.sdc
export NUM_CORES = 4
export LEC_CHECK = 1
export CORE_AREA = 10 10 94 94
export DIE_AREA = 0 0 104 104
==> /design/flow/constraint.sdc <==
current_design adder

set clk_period 18.1
set clk_io_pct 0.2

create_clock -name clk0 -period $clk_period

set non_clock_inputs [all_inputs -no_clocks]
set_input_delay [expr $clk_period * $clk_io_pct] -clock clk0 $non_clock_inputs
set_output_delay [expr $clk_period * $clk_io_pct] -clock clk0 [all_outputs]
==> flow_summary_export.csv <==
group,metric,value,unit
status,run_status,"completed",
floorplanning,floorplan.core_area,6830,sq um
worst_hold_path,min_path_type,"in -> out",
synth,fraction_of_synthesized_cell_area_taken_by_the_top_area_cell_type,22.2,%
placement,port_buffers,96,
synth,post_synth.cell_area_avg,7.24,sq um
floorplanning,die_height,104,microns
global_routing,grt_pass1_vias,2040,
clock_tree,cts_resized,0,
pwr,power.leakage,0.00118,uW
sta,finalWorstSetupSlack,7850,ps
sta,clock.fmax,97.5,MHz
synth,yosys_warnings,0,
finish,area_growth,59.5,%
sta,tightest_slew,510,ps
floorplanning,die_w,104,microns
finish,layoutNonFillerInstCount,422,
sta,final_max_slew_viol_count,0,
floorplanning,die_area,10800,sq um
global_routing,globalRouteOverflowTotal,0,
sta,period_minus_slack,10250,ps
synth,topCellsByArea,"ha_1, a21oi_1, a21o_1, xor2_1, xnor2_1",
placement,finalWeightedCongestion,0.841,
pwr,ir_drop,0.0155,mV
floorplanning,rows,30,
synth,yosys.stat.chipArea,1740,sq um
routing,detail_route.wl_per_cell,13.7,microns
sta,crit_share_post_route,56.7,%
finish,ff_latch_area,0,sq um
global_routing,groute.usage.overall,10.3,%
synth,yosys-stat-cells,241,
clock_tree,cts-hold-fix-buffers,0,
placement,pre_cts_ws,7840,ps
finish,fillers,718,
critical_path,timing.critical_path.from_type,"input port",
synth,yosysMostFrequentCell,"ha_1",
routing,drt.antenna.violating_nets,0,
critical_path,critical_path_rt,14480,ps
global_routing,wire_length_of_the_first_global_routing_pass,9800,microns
clock_tree,post-cts-setup-buffers,0,
sta,slew_headroom,65.1,%
synth,synth_seq_share,0,%
critical_path,cp.arrival,6630,ps
global_routing,pin_count_of_the_biggest_net_entering_global_routing,11,
floorplanning,initial_core_util,25.5,%
critical_path,setup.worst_path.end_class,"primary output",
finish,flops,0,
synth,synthDistinctLibCells,50,
job,timing.max_cap.violations,0,
synth,common_cells,"ha_1, a21oi_1, a21o_1",
finish,drive_above_1_share,3.07,%
placement,dp_cells,422,
synth,postSynthCellCount,241,
global_routing,antenna_found_initial,0,
floorplanning,ios,97,
pwr,pwr_density_cell,38.2,nW/um^2
routing,detailroute.via_count,2080,
routing,detail_routed_via_count_per_cell,4.93,
routing,wl,5780,microns
sta,fin_setup_tns,0,ps
routing,post-route-drc-count,0,
critical_path,cp-startpoint,"A[0]",
job,tool_warnings,33,
routing,firstDrtPassIters,4,
sta,setup_repair_after_global_routing_missed_its_margin,"false",
routing,antenna-diode-count,0,
critical_path,critical_path_class,"in -> out",
critical_path,path_max_fanout,4,
placement,detailed_place_hpwl,5150,microns
synth,yosys.area.top_type,"ha_1",
routing,first_iter_violations,68,
sta,final_hold_vios,0,
sta,final-setup-viol-count,0,
finish,clock_buffers,0,
synth,synthesis.area,1740,sq um
worst_hold_path,worstHoldStart,"B[0]",
critical path, stage by stage:
cell,delay [ps]
clkdlybuf4s50_1,400
ha_1,240
fa_1,400
a21o_1,220
a31o_2,280
nand3_1,90
o221ai_1,250
a311oi_1,380
o21bai_1,110
xor2_1,140
clkdlybuf4s50_1,500
cell usage in the layout (no fill, tap or decap), types with 2 or more instances in the layout:
cell and instances:
nand2_1 18, o21a_1 2, o211ai_1 3, nand4_1 8, o21bai_1 4, or2_2 3
nand3_1 10, nand2b_1 2, nor3_1 4, a211oi_1 3, clkdlybuf4s50_1 96, a21oi_1 29
ha_1 31, xnor2_1 13, xor2_1 15, inv_1 6, a311oi_1 2, mux2i_1 2
o21ai_0 13, o221ai_1 2, o311ai_1 2, a21o_1 19, a31oi_1 3, nor2_1 12
final cells by class:
cell class	instances	area, sq um	area share [%]
Timing Repair Buffer	96	961	34.5
Inverter	6	22.5	0.810
Tap cell	96	120	4.32
Multi-Input combinational cell	224	1680	60.3
metrics by stage:
step           cell area (sq um)  util (%)  hold WS (ps)  power [uW]
2_1_floorplan               1740         -          7310        51.3
3_3_place_gp                2780      40.7          8270         108
3_5_place_dp                2780      40.7          8280         107
4_1_cts                     2780      40.7          8280         108
5_1_grt                     2780      40.7          8310         119
6_report                    2780      40.7          8270         106
cells by family (layout without fill, tap and decap cells):
kind of cell	count (synthesis)	count (layout)	share of synthesized area (%)
compound gates	97	97	39.3
xor+xnor	28	28	14.1
fa+ha+maj	32	32	23.4
buf+inv	17	102	3.80
mux	2	2	1.15
simple gates	65	65	18.3
metal layers:
| layer | track usage (%) | routed length, microns | vias up |
|---|---|---|---|
| li1 | - | - | 1095 |
| met1 | 14.4 | 2810 | 928 |
| met2 | 16.8 | 2620 | 57 |
| met3 | 2.07 | 345 | 0 |
| met4 | 0 | 0 | 0 |
| met5 | 0 | 0 | - |
where the power goes:
part / switching [uW] / internal, uW / total (uW)
sequential: 0 / 0 / 0
combinational: 42.0 / 64.3 / 106
clock: 0 / 0 / 0
worst paths after layout:
path / slack (ps) / depth (start not counted) / endpoint
worst max-delay path: 7850 / 11 / sum[26]
worst min-delay path: 8270 / 3 / sum[0]
Power and IR drop assume default switching activity.
